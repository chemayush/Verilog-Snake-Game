==> flow/design.v <==
module random_apple(VGA_clk, rand_X, rand_Y,update);
	input VGA_clk, update ;
	output reg [9:0]rand_X= 70;
	output reg [8:0]rand_Y=90;
	always@(posedge VGA_clk)
	begin
	rand_X= rand_X +30;
	if(rand_X >= 570)
		begin
		rand_X = 40 ;
		end
	end
	always @(posedge update)
	begin
	rand_Y=rand_Y+20 ;
	if(rand_Y >= 400)
		begin
		rand_Y = 40 ;
		end
	end
endmodule
==> flow/run.sh <==
#!/bin/bash
# OpenROAD 26Q1-2900-gdf79404cd8, Yosys 0.63+post, stock flow scripts
make -C /OpenROAD-flow-scripts/flow DESIGN_CONFIG=/design/flow/config.mk WORK_HOME=/design/flow/orfs finish
==> flow/config.mk <==
export PLATFORM = sky130hd
export DESIGN_NAME = random_apple
export DESIGN_NICKNAME = random_apple
export VERILOG_FILES = /design/flow/design.v
export SDC_FILE = /design/flow/constraint.sdc
export NUM_CORES = 4
export LEC_CHECK = 1
export CORE_AREA = 10 10 90 90
export DIE_AREA = 0 0 100 100
==> flow/constraint.sdc <==
current_design random_apple

set clk_period 3.8
set clk_io_pct 0.2

create_clock -name clk0 -period $clk_period [get_ports {VGA_clk}]
create_clock -name clk1 -period $clk_period [get_ports {update}]

set non_clock_inputs [all_inputs -no_clocks]
set_input_delay [expr $clk_period * $clk_io_pct] -clock clk0 $non_clock_inputs
set_output_delay [expr $clk_period * $clk_io_pct] -clock clk0 [all_outputs]
==> ds_physical_params.txt <==
Summary of implementation characteristics

Parameter                              Value

Job
  Tally of max-capacitance violations    0
  Tool Warnings    27

Cells and area
  Layout area overhead    39.41%
  Final instance count without filler cells    195
  Fraction of final layout cells sized beyond drive strength 1    11.02%
  Final Cell Area    1235 um^2

Global routing
  Total congestion overflow    0
  Number of antenna violations at the first check in global routing    0
  Combined global-route utilization of all metal layers    3.870%
  Wire length of the first global-routing pass    3.332 mm
  Number of global-route vias before repair    726
  Pin count of the biggest net entering global routing    9

Synthesis
  Sequential-to-total area share from yosys stat    39.55%
  Primary flip-flop cell chosen by synthesis mapping    sky130_fd_sc_hd__dfxtp_1
  Total number of yosys warnings    1
  Post-synth ARST share    0%
  Number of cells in the yosys synthesis report    93
  Mean area per synthesized cell    9.525 um^2
  Synthesized chip area reported by yosys    885.8 um^2
  Count of flip-flops with a built-in enable after synthesis    1
  Distinct cell type count after synthesis    41
  Post-Syn Area    885.9 um^2
  Gate count after technology mapping    93
  FF+latch count, synth    17

Detailed routing
  Remaining antenna violation count after routing    0
  Detailed-router iteration count before antenna repair    4
  Wire length reported by the detailed router    1.995 mm
  Via density per instance    3.821
  Via total after detailed routing    745
  N_diodes    0
  DRC violation total after the first TritonRoute iteration    15
  Final routed wire length divided by cell count    10.23 um
  Detailed-route DRC error count    0

Final timing
  Final Hold Fails    0
  Setup repair after global routing missed its margin    false
  Relative slew slack    63.38%
  Setup-violating endpoint count in the final report    0
  Clock skew    0.002296 ns
  Max-slew violations    0
  Post-route setup TNS    0 ns
  Worst-margin pin slew    0.5467 ns

Place
  IO Port Bufs    17
  Gp weighted congestion    0.8162
  Number of cells after detailed placement    187
  Half-perimeter wire length after detailed placement    1.441 mm
  Placed Instance Area    1145 um^2

Worst setup path
  Arrival time at the worst endpoint    2.14 ns
  List of cells traversed by the critical path    inv_1 > ha_1 > nor3b_2 > or4_1 > and2_1 > o2bb2ai_1
  Critical Setup Path Class    register to register
  Largest stage delay on the critical path    0.54 ns
  Required time of the critical path    3.90 ns
  Critical-path cell with the highest stage delay    sky130_fd_sc_hd__or4_1
  Worst path top cell family by delay    simple AND/OR/NAND/NOR gates
  Maximum fanout along the worst path    8
  CP startpoint kind    register
  Kind of end point of the critical path    register
  Buffering stage count on the worst path with inverters included    1

Die
  Number of rows in the core area    29
  FP Core Util    14.11%
  Die Height    100 um
  Core Box Area    6277 um^2
  # IOs    21
  Total die size    10,000 um^2
  DIE WIDTH    100 um

Power and ir drop
  Max IR drop VDD    0.2633 mV
  P per Cell Area    325.1 nW/um^2
  Overall power consumption    0.4014 mW
  Static leakage    0.4565 nW

CTS
  Hold buffers post-CTS    0
  Clock sink total    17
  Worst-path clk slew    0.05 ns
  Total of cells resized after clock tree synthesis    0
  Number of buffers inserted to repair setup after CTS    0
  Clock tree from TritonCTS    built

Worst hold path
  Worst min-delay path category    register to register

Status
  Result of the run    finished clean
-- power breakdown --
group	internal, mW	switching [mW]	total [mW]
sequential	0.181	0	0.181
clock	0.146	0.0745	0.221
combinational	0	0.000195	0.000196
total	0.327	0.0747	0.401
-- sequential cells by signal (all words and copies together), names as in the netlist --
signal / flops
rand_X: 9
rand_Y: 8
-- cell usage after synthesis (2+ instances only) --
master	count	area, um^2
sky130_fd_sc_hd__nor2b_1	2	12.51
sky130_fd_sc_hd__o21ai_0	5	25.02
sky130_fd_sc_hd__nand3b_1	2	15.01
sky130_fd_sc_hd__nand2b_1	2	12.51
sky130_fd_sc_hd__ha_1	3	37.54
sky130_fd_sc_hd__xor2_1	4	35.03
sky130_fd_sc_hd__nor3_1	3	15.01
sky130_fd_sc_hd__nor2_1	7	26.28
sky130_fd_sc_hd__nand3_1	2	10.01
sky130_fd_sc_hd__o31ai_1	3	22.52
sky130_fd_sc_hd__nand2_1	3	11.26
sky130_fd_sc_hd__buf_4	2	15.01
sky130_fd_sc_hd__inv_1	4	15.01
sky130_fd_sc_hd__xnor2_1	4	35.03
sky130_fd_sc_hd__a211oi_1	2	15.01
sky130_fd_sc_hd__a21oi_1	5	25.02
sky130_fd_sc_hd__dfxtp_1	16	320.3
-- through the flow --
| step | hold slack [ns] | util [%] | setup slack, ns |
|---|---|---|---|
| final | 0.4981 | 19.67 | 1.766 |
| after detailed placement | 0.4909 | 18.24 | 1.767 |
| after global routing | 0.5239 | 19.67 | 1.604 |
| after floorplan | 0.4052 | - | 1.963 |
| after CTS | 0.5070 | 19.67 | 1.775 |
| after global placement | 0.4806 | 18.24 | 1.818 |
-- cells in the final DEF (no fill, tap or decap), types with 2 or more instances in the layout --
master and count:
sky130_fd_sc_hd__inv_1 4, sky130_fd_sc_hd__nand3b_1 2, sky130_fd_sc_hd__nand2b_1 2, sky130_fd_sc_hd__dfxtp_1 16
sky130_fd_sc_hd__o21ai_0 5, sky130_fd_sc_hd__clkbuf_1 2, sky130_fd_sc_hd__ha_1 3, sky130_fd_sc_hd__xnor2_1 4
sky130_fd_sc_hd__nand3_1 2, sky130_fd_sc_hd__nor3_1 3, sky130_fd_sc_hd__clkbuf_8 6, sky130_fd_sc_hd__o31ai_1 3
sky130_fd_sc_hd__nand2_1 3, sky130_fd_sc_hd__clkdlybuf4s50_1 17, sky130_fd_sc_hd__conb_1 3, sky130_fd_sc_hd__a21oi_1 5
sky130_fd_sc_hd__nor2_1 7, sky130_fd_sc_hd__nor2b_1 2, sky130_fd_sc_hd__xor2_1 4, sky130_fd_sc_hd__a211oi_1 2
-- logic make-up after synthesis --
| kind of cell | after synthesis | share of synthesized area (%) |
|---|---|---|
| other | 1 | 0.4233 |
| muxes | 1 | 1.130 |
| buffers and inverters | 6 | 3.389 |
| xor gates and xnor gates | 8 | 7.909 |
| DFF | 17 | 39.55 |
| AOI/OAI and AO/OA | 24 | 21.05 |
| and+or+nand+nor | 33 | 22.32 |
| adders and majority gates | 3 | 4.238 |
-- layer usage --
metal | wire length [um] | track usage (%) | vias to the layer above
met2 | 917 | 6.122 | 16
met4 | 41 | 1.087 | 0
li1 | - | - | 386
met3 | 125 | 1.874 | 6
met1 | 910 | 4.576 | 337
met5 | 0 | 0 | -
-- final cells by class --
type,count,area [um^2]
fill,681,5042
multi-input combinational,72,513.0
tap,77,96.34
inverter,4,15.01
sequential,17,350.3
timing repair buffer,17,170.2
clock buffer,8,90.09
-- worst paths after layout --
path,depth (start not counted),end,startpoint,slack (ns)
setup / recovery,6,rand_X[4],rand_X[1],1.77
hold / removal,1,rand_X[7],rand_X[9],0.50
setup reg to reg,6,rand_X[4],rand_X[1],1.77
hold reg to reg,1,rand_X[7],rand_X[9],0.50
max in group clk1,3,rand_Y[1],rand_Y[6],1.93
min in group clk1,1,rand_Y[2],rand_Y[2],0.51
Power is estimated from default activity; no workload was simulated.
